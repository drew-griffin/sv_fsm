==> /design/flow/config.mk <==
export PLATFORM = sky130hd
export DESIGN_NAME = findMax
export DESIGN_NICKNAME = findMax
export VERILOG_FILES = /design/flow/design.v
export SDC_FILE = /design/flow/constraint.sdc
export NUM_CORES = 4
export LEC_CHECK = 1
export CORE_AREA = 10 10 85 85
export DIE_AREA = 0 0 95 95
==> /design/flow/constraint.sdc <==
current_design findMax

set clk_period 2.6
set clk_io_pct 0.2

create_clock -name clk0 -period $clk_period [get_ports {clk}]

set non_clock_inputs [all_inputs -no_clocks]
set_input_delay [expr $clk_period * $clk_io_pct] -clock clk0 $non_clock_inputs
set_output_delay [expr $clk_period * $clk_io_pct] -clock clk0 [all_outputs]
==> /design/flow/design.v <==
module comparator
#(
parameter WIDTH = 8 
)
(
input logic [WIDTH-1:0] A, B,  
output logic AltB,             
output logic AeqB,             
output logic AgtB              
); 
assign AltB = A < B ? 1'b1 : 1'b0; 
assign AeqB = A == B ? 1'b1 : 1'b0; 
assign AgtB = A > B ? 1'b1 : 1'b0; 
endmodule: comparator
module findMax
(
    input clk, rst,                  
    input logic start,               
    input logic [7:0] inputA,        
    output logic [7:0] maxValue,     
    output done                      
);
logic enable_register; 
logic AgtB; 
fsm FSM (.clk(clk), .rst(rst), .start(start), .done(done), .ldMax(enable_register), .in_GTR_Max(AgtB)); 
register REG_INST (.clk(clk), .rst(rst), .en(enable_register), .D(inputA), .Q(maxValue)); 
comparator COMPARTAOR_INST (.A(inputA), .B(maxValue), .AgtB(AgtB), .AltB(), .AeqB()); 
endmodule: findMax
module fsm (
    input logic clk, rst,            
    input logic start,               
    input logic in_GTR_Max,          
    output logic ldMax,              
    output logic done                
);
    enum logic {RESET = 1'b0,
                CHECK = 1'b1} STATE, NEXT_STATE; 
    always_comb
    begin 
        case(STATE)
        RESET: begin 
            if(!start)
                NEXT_STATE = RESET; 
            else    
                NEXT_STATE = CHECK; 
        end 
        CHECK: begin 
            if(!start)
                NEXT_STATE = RESET; 
            else    
                NEXT_STATE = CHECK; 
        end 
        endcase
    end
    always_comb
    begin 
        case(STATE)
            RESET: begin 
                ldMax = start; 
                done = 0;
            end 
            CHECK: begin 
                ldMax = (in_GTR_Max == 1) ? 1 : 0; 
                done = ~start; 
            end
            default: begin 
                ldMax = 1'bz; 
                done = 1'bz; 
            end 
        endcase
    end
    always_ff @(posedge clk or posedge rst)
    begin 
        if(rst)
            STATE <= RESET;  
        else
            STATE <= NEXT_STATE;  
    end 
endmodule: fsm 
module register
#(
parameter WIDTH = 8 
)
(
input logic [WIDTH-1: 0] D,          
input logic en,                      
input logic clk, rst,                
output logic [WIDTH-1:0] Q           
);
    always_ff @(posedge clk or posedge rst) 
    begin 
        if (rst)
            Q <= 0; 
        else if (en)
            Q <= D; 
        else 
            Q <= Q; 
    end
endmodule: register
==> /design/flow/run.sh <==
#!/bin/bash
# OpenROAD 26Q1-2900-gdf79404cd8, Yosys 0.63+post, stock flow scripts
make -C /OpenROAD-flow-scripts/flow DESIGN_CONFIG=/design/flow/config.mk WORK_HOME=/design/flow/orfs finish
==> impl_metrics.json <==
{
  "p_sw_share_pct": 37.1,
  "mostFrequentLayoutCell": "clkdlybuf4s50_1",
  "rsz0062_at_grt": "no",
  "setup_tns_ns": 0,
  "synthCells": 77,
  "yosysWarnings": 4,
  "vias": 652,
  "firstDrtPassIters": 4,
  "regArea_sq_um": 225,
  "grt_max_degree": 17,
  "grt_pass1_vias": 722,
  "setup.worst_path.class": "primary input to output pin",
  "layout-drive-gt1-share_pct": 11.5,
  "clk_latency_ns": 0.23,
  "max_freq_mhz": 474,
  "path_max_fanout": 4,
  "route.detailed.drc": 0,
  "place_inst": 164,
  "fp.coreArea_sq_um": 5470,
  "setup_viol": 0,
  "grt_pass1_wl_microns": 3570,
  "die_y_microns": 95,
  "p_comb_share_pct": 56.4,
  "place_area_sq_um": 1000,
  "path_clk_slew_ns": 0.04,
  "clock-skew-final_ns": 0.000335,
  "grt.overflow.total": 0,
  "powerDensity_nw_per_um2": 940,
  "seqPwrFrac_pct": 27.1,
  "dp_hpwl_microns": 1580,
  "cts_sinks": 9,
  "internal_power_mw": 0.621,
  "seq_area_frac_synth_pct": 29.7,
  "final_cell_mix": "19 x clkdlybuf4s50_1, 9 x dfrtp_1, 9 x nand2_1, 9 x inv_1",
  "ys_cells": 77,
  "synth.distinct_cells": 20,
  "comb_area_sq_um": 458,
  "wl_microns": 2080,
  "vdd_drop_max_mv": 0.252,
  "tritoncts": "yes",
  "numCtsBuffers": 3,
  "yosysChipArea_sq_um": 759,
  "outcome": "complete, no violations",
  "wire_per_inst_microns": 12.4,
  "slew_violations": 0,
  "cts_root_buf": "clkbuf_8",
  "drtIter0Drc": 17,
  "worstSetupStartpointType": "primary input",
  "p_sw_mw": 0.366,
  "fin_ws_ns": 0.490,
  "n_fill_cell": 609,
  "gp_congestion": 0.726,
  "die_area_sq_um": 9030,
  "clock_power_share_pct": 16.5,
  "synth_flops": 9,
  "hold_violations": 0,
  "crit_chain": "clkdlybuf4s50_1 > nor2b_1 > clkdlybuf4s50_1",
  "final_area_sq_um": 1050,
  "syn2layout_area_growth_pct": 38.2,
  "relSlewSlack_pct": 57.1,
  "cts_resized": 0,
  "endpoint_kind": "output pin",
  "n_antenna_cell": 0,
  "slowest_delay_ns": 0.48,
  "crit_arrival_ns": 1.59,
  "track_usage_pct": 4.89,
  "worst_path_most_repeated_cell": "clkdlybuf4s50_1",
  "fp_util_pct": 13.9,
  "stdcell_count": 168,
  "die_x_microns": 95,
  "post_cts_buffers": 0,
  "syn_area_sq_um": 759,
  "htreeDepth": 1,
  "warnings": 25,
  "leakage_nw": 0.427,
  "period_used_pct": 81.1,
  "power_mw": 0.987,
  "hp-class": "primary input to async pin",
  "hold_buffers": 0,
  "avgSynthCellArea_sq_um": 9.86,
  "fp-row-count": 27,
  "port_buffers": 19,
  "cap_viol_max_count": 0,
  "worst_path_max_delay_cell": "clkdlybuf4s50_1",
  "finalCriticalPeriod_ns": 2.11,
  "io_pins": 20,
  "clk_path_buf_depth": 2,
  "worst_pin_slew_ns": 0.642,
  "worstPathRequired_ns": 2.08,
  "routed_via_density": 3.88,
  "antenna_found_initial": 0,
  "antenna_left": 0,
  "dpl_worst_slack_ns": 0.301
}
## layer usage
layer  vias up  wire length [microns]  share of wire [%]  track usage, %
met2        15                    978                 47            7.72
met4         0                      0                  0           0.249
li1        331                      -                  -               -
met5         -                      0                  0               0
met1       306                    952                 46            6.25
met3         0                    152                7.3            2.32
## logic make-up after synthesis
kind of cell	synth area share, %
AND-OR/OR-AND	35.9
adder cells (fa/ha/maj)	13.2
buffers and inverters	10.0
flip-flops	29.7
AND/OR/NAND/NOR	11.2
## sequential cells by signal (all words and copies together) (netlist names)
name,cells
FSM.STATE,1
REG_INST.Q,8
## layout make-up
type                    instances  share of cell area [%]
flip-flops and latches          9                    21.5
clock buffers                   4                    4.29
repair buffers                 20                    18.8
well taps                      72                    8.58
multi-input cells              54                    43.6
inverters                       9                    3.22
## critical path, delay by kind of cell
family	cells	cell delay (ns)
and+or+nand+nor	1	0.14
buffers and inverters	2	0.93
## path summary, 6_finish.rpt
path                               startpoint            end  slack (ns)  cells past startpoint
worst max-delay path                    start           done        0.49                      3
worst min-delay path                      rst  REG_INST.Q[7]        0.57                      2
worst max register to register  REG_INST.Q[1]  REG_INST.Q[6]        0.89                      7
worst min register to register  REG_INST.Q[4]  REG_INST.Q[4]        0.61                      2
max in group asynchronous                 rst  REG_INST.Q[0]        1.76                      2
min in group clk0               REG_INST.Q[4]  REG_INST.Q[4]        0.61                      2
## metrics by stage
step / hold WS, ns / utilization (%)
finish: 0.571 / 19.2
CTS: 0.596 / 19.2
detailed placement: 0.604 / 18.4
floorplan: 0.348 / -
global route: 0.609 / 19.2
global placement: 0.591 / 18.4
## cells in the mapped netlist
master / count / area (sq um)
dfrtp_1: 9 / 225
inv_1: 9 / 33.8
nand4_1: 1 / 6.26
a2bb2oi_1: 8 / 70.1
nor2b_1: 2 / 12.5
buf_2: 1 / 5.00
nand2_1: 9 / 33.8
a21oi_1: 3 / 15.0
o21ai_2: 1 / 8.76
buf_6: 3 / 33.8
ha_1: 8 / 100
o21a_4: 1 / 15.0
o311ai_1: 8 / 70.1
o211ai_1: 7 / 52.6
buf_1: 1 / 3.75
o211ai_2: 2 / 25.0
nand2b_1: 1 / 6.26
nor2b_4: 1 / 13.8
a21oi_4: 1 / 16.3
nand4_2: 1 / 12.5
## power groups by stage
stage         sequential (mW)  clock [mW]  combinational [mW]
CTS                     0.269       0.166               0.566
global route            0.281       0.175               0.636
finish                  0.268       0.162               0.557
Power figures rest on the tool's default switching activity, not on a simulated workload.
