## ./config.mk

```make
export PLATFORM = sky130hd
export DESIGN_NAME = jerky_counter
export DESIGN_NICKNAME = jerky_counter
export VERILOG_FILES = /design/flow/design.v
export SDC_FILE = /design/flow/constraint.sdc
export NUM_CORES = 4
export LEC_CHECK = 1
export CORE_UTILIZATION = 30
```

## ./design.v

```verilog
module jerky_counter (
input logic clock, reset,  
output logic [7:0] count   
); 
	int state = 0; 
	always_ff @(posedge clock, negedge reset) begin 
	if(!reset) begin 
	  state <= 0; 
	  count <= 8'b00000001;
	end 
	else begin
		if (state%2 == 0) 
	 		 count <= 8'b00000001;
		else 
			 count <= 8'b00000001 << ((state/2) + 1);
		if (state == 13)
			 state <= 0; 
		else 
		 	 state <= state + 1; 	
	end 
    end
endmodule: jerky_counter 
```

## ./constraint.sdc

```tcl
current_design jerky_counter

set clk_period 3.6
set clk_io_pct 0.2

create_clock -name clk0 -period $clk_period [get_ports {clock}]

set non_clock_inputs [all_inputs -no_clocks]
set_input_delay [expr $clk_period * $clk_io_pct] -clock clk0 $non_clock_inputs
set_output_delay [expr $clk_period * $clk_io_pct] -clock clk0 [all_outputs]
```

## ./run.sh

```bash
#!/bin/bash
# OpenROAD 26Q1-2900-gdf79404cd8, Yosys 0.63+post, stock flow scripts
make -C /OpenROAD-flow-scripts/flow DESIGN_CONFIG=/design/flow/config.mk WORK_HOME=/design/flow/orfs finish
```

==> impl_results.rst <==
Flow metrics
------------

.. list-table::
   :header-rows: 1

   * - Metric
     - Value
   * - Required time of the critical path
     - 3.79 ns
   * - Synth cell types
     - between 50 and 60
   * - Top cells by area in the synthesized netlist
     - sky130_fd_sc_hd__dfrtp_1, sky130_fd_sc_hd__xnor2_1, sky130_fd_sc_hd__xor2_1
   * - Highest-count logic cell in the final layout
     - sky130_fd_sc_hd__dfrtp_1
   * - Core region area
     - 0.00838 mm2
   * - Share of flip-flops with an asynchronous set or reset
     - 1.00
   * - CTS Buf Count
     - 5
   * - Launching element of the worst setup path
     - state[0]$_DFF_PN0_
   * - Count of input and output buffers
     - 9
   * - Primary flip-flop cell chosen by synthesis mapping
     - sky130_fd_sc_hd__dfrtp_1
   * - Tool Warnings
     - 26
   * - Worst-case clock skew
     - between 0.004 and 0.005 ns
   * - CP max stage delay
     - 0.53 ns
   * - Fraction of synthesized cell area taken by the top area cell type
     - 0.368
   * - Relative slew slack
     - 0.578
   * - Startpoint of the worst register-to-register path
     - state[0]$_DFF_PN0_
   * - Setup repair after global routing missed its margin
     - no
   * - Detailed Place HPWL
     - 3900 um
   * - Worst IR Drop VDD
     - 0.000143 V
   * - Clock period minus final worst setup slack
     - 3.01 ns
   * - Mux cell area share
     - 0.00377
   * - EDFF count, synth
     - 0
   * - Pin count of the biggest net entering global routing
     - just over 40
   * - Count of hold-fix buffers inserted at cts
     - 0
   * - Arrival @ worst endpoint
     - 3.20 ns
   * - Arithmetic-cell share of the synthesized area counting full adders, half adders and majority gates
     - 0.0189
   * - Starting density of the core
     - 0.317
   * - Result of the run
     - completed
   * - Synthesized area per cell
     - 9.65 um2
   * - Antenna Violating Nets Remaining
     - 0
   * - DRC violation count after routing
     - 0
   * - Dominant kind of combinational cell
     - simple AND/OR/NAND/NOR gates
   * - Sequential-to-total area share from yosys stat
     - 0.378
   * - Via Count
     - about 2,000
   * - CP cell instances
     - nand2_1 -> ha_1 -> inv_1 -> ha_1 -> nand3_2 -> nor3_1 -> nand4_1 -> mux2i_1 -> nand4_2 -> o41ai_2
   * - Critical path's slowest cell
     - sky130_fd_sc_hd__nor3_1
   * - Most repeated library cell on the critical path
     - sky130_fd_sc_hd__ha_1
   * - Maximum fanout along the worst path
     - 10
   * - Worst setup EP type
     - flip-flop
   * - Die X
     - 96.1 um
   * - Die Size
     - 0.00923 mm2
   * - Post-CTS Resized
     - 0
   * - Largest delay share family, worst path
     - simple AND/OR/NAND/NOR gates
   * - Max-slew violation count
     - 0
   * - Cell taking the most area after synthesis
     - sky130_fd_sc_hd__dfrtp_1
   * - Startpoint-to-endpoint class of the critical path
     - reg -> reg
   * - Number of antenna violations at the first check in global routing
     - 0
   * - Placement Cell Area
     - 0.00271 mm2
   * - Static Leak
     - between 1 and 1.5 nW
   * - Cells in synth_stat.txt
     - 275
   * - Cell count after synthesis
     - 275
   * - Layout overhead on the synthesized area
     - 5.56%
   * - Wire length of the first global-routing pass
     - 9340 um
   * - Root Buffer
     - sky130_fd_sc_hd__clkbuf_8
   * - Xor/xnor cell area share of the yosys netlist
     - 0.132
   * - Wire length after detailed routing
     - 5370 um
   * - Total global-route track usage
     - 0.132
   * - Filler Cell Count
     - 864
   * - Number of standard-cell rows in the floorplan
     - 33
   * - Top logic cells by instance count in the layout
     - sky130_fd_sc_hd__dfrtp_1, sky130_fd_sc_hd__xnor2_1, sky130_fd_sc_hd__nor2_1, sky130_fd_sc_hd__nand2_1, sky130_fd_sc_hd__xor2_1
   * - Top-Level Pins
     - 10
   * - Routability congestion estimate from global placement
     - 0.889
   * - Number of max-capacitance violations reported
     - 0
   * - Number of placed instances with taps included
     - 368
   * - Share of the clock period used by the worst path
     - 0.835
   * - Detailed router's first-iteration violation count
     - 115
   * - Power density normalized to cell area
     - 271 mW/mm2
   * - Post-route cell area
     - 0.00280 mm2
   * - Antenna cells
     - 0
   * - Clock latency of the later-clocked register in the worst-skew pair
     - 0.29 ns
   * - Fmax achieved
     - 333 MHz
   * - Post-synth area from yosys stat
     - 0.00265 mm2
   * - Number of warning messages in the yosys log
     - 1
   * - Worst slew pin tran
     - 0.628 ns
   * - Share of layout cells above drive strength 1
     - 0.137
   * - Aoi share
     - 0.0674
   * - #FFs+latches synth
     - ~40
   * - Total global routing overflow
     - 0
   * - Hold crit path type
     - in -> async
   * - Final total negative setup slack
     - 0 ns
   * - H-tree lvl count
     - 2
   * - Total count of hold-check failures in the final report
     - 0
   * - Total design power
     - 0.000760 W
   * - Pre-Repair DR Iteration Count
     - 4
   * - Clock sink count
     - roughly 40
   * - CTS tree
     - yes
   * - Deepest clock path buffer count
     - 2
   * - Final setup vio count
     - 0
   * - Fraction of the mapped netlist area in simple logic gates
     - 0.324
   * - Drt via density
     - 5.21
   * - Vias in the first global route
     - 1,882
   * - Total buffers and inverters traversed by the critical path
     - 1
   * - Post-CTS Repair Setup Buffers
     - 0
   * - Clock slew seen by the registers of the worst setup and hold paths
     - approximately 0.080 ns
   * - Post-synth design cell area
     - 0.00265 mm2
   * - Worst Setup Start Kind
     - flip-flop
   * - Number of cells in the finished layout apart from fillers
     - 376
   * - Die extent in y
     - 96.1 um
   * - Detail-routed net length per standard cell
     - approximately 14 um
## through the flow
step | utilization | worst slack [ns] | hold WS [ns]
2_1_floorplan | - | 0.923 | 0.424
3_3_place_gp | 0.323 | 0.746 | 0.555
3_5_place_dp | 0.323 | 0.628 | 0.553
4_1_cts | 0.334 | 0.606 | 0.505
5_1_grt | 0.334 | 0.345 | 0.537
6_report | 0.334 | 0.594 | 0.483
## path summary, 6_finish.rpt
path / slack [ns] / cells after the start / end
setup reg to reg: 0.59 / 10 / count[0]$_DFF_PN1_
setup / recovery: 0.59 / 10 / count[0]$_DFF_PN1_
max in group asynchronous: 2.74 / 2 / count[0]$_DFF_PN1_
hold / removal: 0.48 / 2 / state[21]$_DFF_PN0_
hold reg to reg: 0.56 / 1 / state[29]$_DFF_PN0_
min in group clk0: 0.56 / 1 / state[29]$_DFF_PN0_
## Yosys cell counts (2+ instances only)
master	n
sky130_fd_sc_hd__a211o_2	3
sky130_fd_sc_hd__a21oi_1	2
sky130_fd_sc_hd__a31oi_1	3
sky130_fd_sc_hd__and2_1	2
sky130_fd_sc_hd__and3_2	2
sky130_fd_sc_hd__buf_2	7
sky130_fd_sc_hd__buf_4	3
sky130_fd_sc_hd__buf_6	7
sky130_fd_sc_hd__clkbuf_1	4
sky130_fd_sc_hd__dfrtp_1	39
sky130_fd_sc_hd__ha_1	4
sky130_fd_sc_hd__inv_1	7
sky130_fd_sc_hd__nand2_1	19
sky130_fd_sc_hd__nand2b_1	3
sky130_fd_sc_hd__nand3_1	15
sky130_fd_sc_hd__nand3b_1	3
sky130_fd_sc_hd__nand4_1	17
sky130_fd_sc_hd__nand4_2	5
sky130_fd_sc_hd__nand4b_1	3
sky130_fd_sc_hd__nor2_1	19
sky130_fd_sc_hd__nor2b_1	5
sky130_fd_sc_hd__nor3_1	17
sky130_fd_sc_hd__nor4_1	11
sky130_fd_sc_hd__o21ai_0	2
sky130_fd_sc_hd__or2b_2	2
sky130_fd_sc_hd__or3_1	3
sky130_fd_sc_hd__xnor2_1	22
sky130_fd_sc_hd__xor2_1	18
## worst reg2reg max path, stage by stage (launching register included)
cell and delay [ns]:
sky130_fd_sc_hd__dfrtp_1 0.51, sky130_fd_sc_hd__nand2_1 0.10, sky130_fd_sc_hd__ha_1 0.26, sky130_fd_sc_hd__inv_1 0.10
sky130_fd_sc_hd__ha_1 0.23, sky130_fd_sc_hd__nand3_2 0.13, sky130_fd_sc_hd__nor3_1 0.53, sky130_fd_sc_hd__nand4_1 0.19
sky130_fd_sc_hd__mux2i_1 0.21, sky130_fd_sc_hd__nand4_2 0.25, sky130_fd_sc_hd__o41ai_2 0.40
## final cells by class
class | count | area, um2 | area share
clock buffers | 6 | 82.6 | 0.0295
clock inverters | 2 | 10.0 | 0.00357
repair buffers | 11 | 100 | 0.0357
multi-input cells | 205 | 1450 | 0.517
inverters | 7 | 26.3 | 0.00938
flip-flops and latches | 40 | 1000 | 0.358
well taps | 105 | 131 | 0.0469
## cell families (layout without fill, tap and decap cells)
| family | Yosys count | after routing |
|---|---|---|
| xor gates and xnor gates | 40 | 40 |
| DFF | 40 | 40 |
| muxes | 1 | 1 |
| adders and majority gates | 4 | 4 |
| buffers and inverters | 30 | 26 |
| AOI/OAI and AO/OA | 20 | 20 |
| and+or+nand+nor | 140 | 140 |
## state kept, by name, summed over array words and instances (netlist names)
name,cells
count,8
state,32
## layer usage
layer / track usage / wire [um] / vias up
li1: - / - / 974
met5: 0 / 0 / -
met2: 0.191 / 2310 / 41
met4: 0.0174 / 48 / 0
met3: 0.0185 / 229 / 6
met1: 0.219 / 2780 / 939
## power by group
group	switching [W]	leakage, nW	internal, W	total, W
Clock	0.000148	0.0510	0.000153	0.000301
Combinational	0.00000857	0.556	0.00000110	0.00000967
Sequential	0	0.542	0.000449	0.000449
No activity file was given, so power comes from the tool's default toggle rates.
